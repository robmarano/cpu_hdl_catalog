**flow/design.v**
```verilog
module cache_set_associative (
    input  logic        clk,
    input  logic        reset,
    input  logic [31:0] cpu_addr,
    input  logic [31:0] cpu_writedata,
    input  logic        cpu_memwrite,
    input  logic        cpu_memread,
    output logic [31:0] cpu_readdata,
    output logic        mem_stall,
    output logic [31:0] dmem_addr,
    output logic [31:0] dmem_writedata,
    output logic        dmem_memwrite,
    output logic        dmem_memread,
    input  logic [31:0] dmem_readdata,
    input  logic        dmem_ready
);
    logic        valid_array [7:0][1:0];
    logic [26:0] tag_array   [7:0][1:0];
    logic [31:0] data_array  [7:0][1:0];
    logic        lru_array   [7:0];
    logic [2:0]  index;
    logic [26:0] tag;
    assign index = cpu_addr[4:2];
    assign tag   = cpu_addr[31:5];
    logic hit_way0, hit_way1;
    logic hit;
    logic miss;
    logic hit_way_index;  
    assign hit_way0 = valid_array[index][0] && (tag_array[index][0] == tag);
    assign hit_way1 = valid_array[index][1] && (tag_array[index][1] == tag);
    assign hit = hit_way0 || hit_way1;
    assign hit_way_index = hit_way1;  
    assign miss = (cpu_memread || cpu_memwrite) && !hit;
    assign cpu_readdata = hit ? data_array[index][hit_way_index] : 32'bx;
    typedef enum logic { IDLE, FETCHING } state_t;
    state_t state, next_state;
    always_ff @(posedge clk or posedge reset) begin
        if (reset) begin
            state <= IDLE;
            for (int i = 0; i < 8; i++) begin
                lru_array[i] <= 1'b0;
                valid_array[i][0] <= 0;
                valid_array[i][1] <= 0;
            end
        end else begin
            state <= next_state;
            if (cpu_memwrite && hit) begin
                data_array[index][hit_way_index] <= cpu_writedata;
            end
            if ((cpu_memread || cpu_memwrite) && hit) begin
                lru_array[index] <= ~hit_way_index;
            end
            if (state == FETCHING && dmem_ready) begin
                valid_array[index][lru_array[index]] <= 1'b1;
                tag_array[index][lru_array[index]]   <= tag;
                data_array[index][lru_array[index]]  <= cpu_memwrite ? cpu_writedata : dmem_readdata;
                lru_array[index] <= ~lru_array[index];
            end
        end
    end
    always_comb begin
        next_state     = state;
        mem_stall      = 0;
        dmem_addr      = cpu_addr;
        dmem_writedata = cpu_writedata;
        dmem_memwrite  = 0;
        dmem_memread   = 0;
        case (state)
            IDLE:
                if (miss) begin
                    mem_stall  = 1'b1;
                    next_state = FETCHING;
                    if (cpu_memwrite) dmem_memwrite = 1'b1;
                    if (cpu_memread) dmem_memread = 1'b1;
                end else if (hit && cpu_memwrite) begin
                    dmem_memwrite = 1'b1;
                end
            FETCHING:
                begin
                    mem_stall  = 1'b1;
                    if (cpu_memwrite) dmem_memwrite = 1'b1;
                    if (cpu_memread) dmem_memread = 1'b1;
                    if (dmem_ready) begin
                        next_state = IDLE;
                    end
                end
        endcase
    end
endmodule
```
**flow/run.sh**
```bash
#!/bin/bash
# OpenROAD 26Q1-2900-gdf79404cd8, Yosys 0.63+post, stock flow scripts
make -C /OpenROAD-flow-scripts/flow DESIGN_CONFIG=/design/flow/config.mk WORK_HOME=/design/flow/orfs finish
```
**flow/config.mk**
```make
export PLATFORM = sky130hd
export DESIGN_NAME = cache_set_associative
export DESIGN_NICKNAME = cache_set_associative
export VERILOG_FILES = /design/flow/design.v
export SDC_FILE = /design/flow/constraint.sdc
export NUM_CORES = 4
export LEC_CHECK = 1
export CORE_UTILIZATION = 30
```
**flow/constraint.sdc**
```tcl
current_design cache_set_associative

set clk_period 23.7
set clk_io_pct 0.2

create_clock -name clk0 -period $clk_period [get_ports {clk}]

set non_clock_inputs [all_inputs -no_clocks]
set_input_delay [expr $clk_period * $clk_io_pct] -clock clk0 $non_clock_inputs
set_output_delay [expr $clk_period * $clk_io_pct] -clock clk0 [all_outputs]
```
==> out/qor.yml <==
r2r_cells: 12
fmax_mhz: 65.2
chip_area_um2: 163000
postCtsSetupBuffers: 0
viasPerCell: 5.95
critPathKind: "input pin to output pin"
drc: 0
timing.critical_path.buf_inv: 5
areaGrowthSynthToFinish_pct: 14.9
cts_tree: "built"
period_needed_ps: 15340
report.final.hold_viol_count: 0
cts_max_path_buffers: 3
setup_viol: 0
end_kind: "output pin"
xor_share_pct: 0.870
yosysUniqueCellTypes: 71
antenna_found_initial: 7
yosys_area_um2: 48300
hold_class: "flip-flop to flip-flop"
power_density_nw_per_um2: 73.0
vdd_drop_max_mv: 0.0634
synth.logic.top_family: "AND-OR/OR-AND gates"
ys_seq_share_pct: 59.9
first_pass_iters: 8
crit_arrival_ps: 10600
edf_count: 944
avgSynthCellArea_um2: 12.7
initCoreUtil_pct: 30.4
cp.required_ps: 18960
place_congestion: 0.934
adder_share_pct: 0
cts-root-buf: "clkbuf_16"
rows: 146
crit_end: "cpu_readdata[27]"
slew_headroom_pct: 29.8
warnings: 25
clock-sinks: 969
ys_async_sr_fraction_pct: 2.58
dieWidth_um: 403
synth_cells: 3797
grt_pass1_wl_um: 255000
num_vias: 35900
ff_type: "edfxtp_1"
ant_nets: 0
core_region_area_um2: 159000
ctsHoldBuffers: 0
cap_violations: 0
yosys-mux-area-fraction_pct: 8.16
grt_max_degree: 91
synth_area_um2: 48300
rsz0062_at_grt: "false"
fill_cells: 15200
insertion_delay_ps: 740
drive_above_1_share_pct: 16.4
leakagePower_nw: 17.3
grt_pass1_vias: 36400
ys.warnings.count: 5
die_h_um: 403
ctsResizeCount: 0
reg2reg_slack_ps: 18380
final.setup_skew_ps: 47.3
path_delay_family: "buffers and inverters"
r2r-start: "tag_array[1][21]"
setup_tns_ps: 0
timing.final.crit_share_pct: 64.7
numPortBuffers: 195
drt-initial-drc-count: 3248
ys_sh_aoi_pct: 17.9
ys_cells: 3797
lay_top_count: "edfxtp_1"
crit_fanout: 46
hpwl_um: 102000
grt_usage_pct: 22.6
wl_per_cell_um: 29.4
cts_inserted_buffers: 101
holdWs_ps: 456
status: "finished, final reports clean"
start_kind: "input pin"
crit_chain: "buf_6 > buf_4 > buf_4 > nand2_1 > o32ai_1 > nor4_1 > nor4_1 > o211ai_1 > nor4_1 > and3_4 > buf_4 > mux2_2 > a211oi_1 > a21oi_1 > clkdlybuf4s50_1"
drt_wl_total_um: 177000
crit_start: "cpu_addr[3]"
slew_violations: 0
grt_overflow_total: 0
worst_slew_pin_slew_ps: 1050
clk_pin_slew_ps: 60
ys.flops: 969
slowest_stage: "buf_4"
h-tree-depth: 3
crit_cells: 15
ys_sh_simple_pct: 8.44
io_pins: 200
r2r_end: "data_array[3][10]"
mostFrequentLayoutCells: "edfxtp_1 (944), nor2_1 (504), a21oi_1 (193)"
max_stage_delay_ps: 670
logic make-up after synthesis:
logic type | after synthesis
compound gates | 1107
flops | 969
simple gates | 906
buf+inv | 467
mux | 300
xor+xnor | 48
Yosys cell counts (31+ instances only):
master | number | area share, %
edfxtp_1 | 944 | 59
nor2_1 | 522 | 4.1
clkbuf_1 | 262 | 2.0
a21oi_1 | 193 | 2.0
mux2i_1 | 170 | 3.5
o22ai_1 | 135 | 1.7
a221oi_1 | 124 | 2.2
o32ai_1 | 101 | 1.8
o22a_1 | 96 | 1.7
nand2_1 | 95 | 0.74
or2_2 | 94 | 1.2
o221a_1 | 84 | 2.0
buf_2 | 82 | 0.85
buf_4 | 76 | 1.2
o21a_1 | 76 | 1.2
mux4_2 | 69 | 3.2
nand2b_1 | 62 | 0.80
mux2_2 | 60 | 1.4
o221a_2 | 43 | 1.0
o21ai_0 | 40 | 0.41
o32a_1 | 38 | 0.79
xnor2_1 | 37 | 0.67
a22oi_1 | 36 | 0.56
nor3_1 | 31 | 0.32
per-stage QoR:
stage / instance area [um^2] / power, W / cells / utilization (%) / worst slack (ps)
after floorplan: 48300 / 0.00233 / 3797 / - / 4720
after global placement: 52400 / 0.00251 / 5845 / 32.9 / 8450
after detailed placement: 52400 / 0.00252 / 5845 / 32.9 / 8440
after CTS: 55600 / 0.00406 / 6028 / 34.9 / 8420
after global routing: 55600 / 0.00417 / 6029 / 34.9 / 8070
final: 55600 / 0.00405 / 6029 / 34.9 / 8360
power breakdown:
part / total (W) / switching (W) / leakage (nW) / internal (W)
clock: 0.00156 / 0.000697 / 1.55 / 0.000865
combinational: 0.000475 / 0.000294 / 6.61 / 0.000181
sequential: 0.00202 / 0.0000411 / 9.18 / 0.00198
per-layer routing:
layer / routed length, um / vias to the layer above / GRT usage (%)
met1: 61900 / 17600 / 27.5
met5: 181 / - / 0.714
met3: 29400 / 523 / 14.8
met2: 77100 / 2719 / 32.2
met4: 8620 / 16 / 8.63
li1: - / 15000 / -
flip-flops by register name, indices dropped and copies added (netlist names):
register     count
lru_array        8
tag_array      432
state            1
valid_array     16
data_array     512
cell type report:
class                      instances  area, um^2  area share (%)
clock inverter                    50         455           0.820
clock buffer                     133        2720            4.90
tap                             2146        2690            4.83
sequential                       969       29000            52.1
timing repair buffer             355        3190            5.74
inverter                          14        62.6           0.113
antenna                            1        2.50         0.00450
multi-input combinational       2361       17500            31.4
worst min-delay path by stage:
stage | startpoint | end | cells past startpoint
after CTS | valid_array[1] | valid_array[1] | 1
after global routing | valid_array[1] | valid_array[1] | 1
final | valid_array[3] | valid_array[3] | 1
Power figures rest on the tool's default switching activity, not on a simulated workload.
