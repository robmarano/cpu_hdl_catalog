==> /design/flow/design.v <==
module cache_fully_associative (
    input  logic        clk,
    input  logic        reset,
    input  logic [31:0] cpu_addr,
    input  logic [31:0] cpu_writedata,
    input  logic        cpu_memwrite,
    input  logic        cpu_memread,
    output logic [31:0] cpu_readdata,
    output logic        mem_stall,
    output logic [31:0] dmem_addr,
    output logic [31:0] dmem_writedata,
    output logic        dmem_memwrite,
    output logic        dmem_memread,
    input  logic [31:0] dmem_readdata,
    input  logic        dmem_ready
);
    logic        valid_array [15:0];
    logic [29:0] tag_array   [15:0];
    logic [31:0] data_array  [15:0];
    logic [3:0]  replace_ptr;
    logic [29:0] tag;
    assign tag = cpu_addr[31:2];
    logic hit;
    logic miss;
    logic [3:0] hit_index;  
    always_comb begin
        hit = 1'b0;
        hit_index = 4'b0;
        for (int i = 0; i < 16; i++) begin
            if (valid_array[i] && (tag_array[i] == tag)) begin
                hit = 1'b1;
                hit_index = i[3:0];
            end
        end
    end
    assign miss = (cpu_memread || cpu_memwrite) && !hit;
    assign cpu_readdata = hit ? data_array[hit_index] : 32'bx;
    typedef enum logic { IDLE, FETCHING } state_t;
    state_t state, next_state;
    always_ff @(posedge clk or posedge reset) begin
        if (reset) begin
            state <= IDLE;
            replace_ptr <= 4'b0;
            for (int i = 0; i < 16; i++) begin
                valid_array[i] <= 0;
                tag_array[i]   <= 0;
                data_array[i]  <= 0;
            end
        end else begin
            state <= next_state;
            if (cpu_memwrite && hit) begin
                data_array[hit_index] <= cpu_writedata;
            end
            if (state == FETCHING && dmem_ready) begin
                valid_array[replace_ptr] <= 1'b1;
                tag_array[replace_ptr]   <= tag;
                data_array[replace_ptr]  <= cpu_memwrite ? cpu_writedata : dmem_readdata;
                replace_ptr <= replace_ptr + 1;
            end
        end
    end
    always_comb begin
        next_state     = state;
        mem_stall      = 0;
        dmem_addr      = cpu_addr;
        dmem_writedata = cpu_writedata;
        dmem_memwrite  = 0;
        dmem_memread   = 0;
        case (state)
            IDLE:
                if (miss) begin
                    mem_stall  = 1'b1;
                    next_state = FETCHING;
                    if (cpu_memwrite) dmem_memwrite = 1'b1;
                    if (cpu_memread) dmem_memread = 1'b1;
                end else if (hit && cpu_memwrite) begin
                    dmem_memwrite = 1'b1;
                end
            FETCHING:
                begin
                    mem_stall  = 1'b1;
                    if (cpu_memwrite) dmem_memwrite = 1'b1;
                    if (cpu_memread) dmem_memread = 1'b1;
                    if (dmem_ready) begin
                        next_state = IDLE;
                    end
                end
        endcase
    end
endmodule
==> /design/flow/run.sh <==
#!/bin/bash
# OpenROAD 26Q1-2900-gdf79404cd8, Yosys 0.63+post, stock flow scripts
make -C /OpenROAD-flow-scripts/flow DESIGN_CONFIG=/design/flow/config.mk WORK_HOME=/design/flow/orfs finish
==> /design/flow/config.mk <==
export PLATFORM = sky130hd
export DESIGN_NAME = cache_fully_associative
export DESIGN_NICKNAME = cache_fully_associative
export VERILOG_FILES = /design/flow/design.v
export SDC_FILE = /design/flow/constraint.sdc
export NUM_CORES = 4
export LEC_CHECK = 1
export CORE_UTILIZATION = 30
==> /design/flow/constraint.sdc <==
current_design cache_fully_associative

set clk_period 13.8
set clk_io_pct 0.2

create_clock -name clk0 -period $clk_period [get_ports {clk}]

set non_clock_inputs [all_inputs -no_clocks]
set_input_delay [expr $clk_period * $clk_io_pct] -clock clk0 $non_clock_inputs
set_output_delay [expr $clk_period * $clk_io_pct] -clock clk0 [all_outputs]
==> results.toml <==
# implementation run metrics
[status]
outcome = "completed"

[drt]
dr.pass1.iters = 6
num_vias = 40798
ant_nets = 0
drc_errors = 0
routed_wl_mm = 187
drt_iter0_drc = 3188
vias_per_cell = 5.38
wire_per_inst_um = 24.6

[worst_setup_path]
cp.arrival_ns = 8.69
critical_path_required_ns = 11.04
startpoint_type = "primary input"
crit_path_end_kind = "output pin"
worstSetupPathType = "in2out"
path_max_fanout = 23

[final_timing]
setup_viol = 0
hold_viol_final = 0
tns_ns = 0
fin_skew_ns = 0.0413
final.period_utilization_pct = 83.0
fmax_mhz = 87.3
worst_pin_slew_ns = 1.05
maxSlewViolCount = 0
slew_headroom_pct = 28.1
period_minus_slack_ns = 11.45
rsz0062_at_grt = "false"
finalWorstSetupSlack_ns = 2.35

[clock_tree]
clock-sinks = 1013
clockRootBuffer = "clkbuf_16"
h-tree-depth = 3
cts_resized = 0
clock_path_buffers = 3
cts_hold_buf = 0
clock.latency.late_pin_ns = 0.77
path_clk_slew_ns = 0.06
post_cts.repair.setup_buffers = 0
cts_buffers = 108
cts_tree = "yes"

[place]
portBuffers = 195
dp_hpwl_mm = 117
place_congestion = 0.936
place_area_um2 = 58500
preCtsSetupSlack_ns = 2.51
dp.cells = 7378

[floorplanning]
fp_util_pct = 30.3
core_region_area_um2 = 181000
fp.dieW_um = 430
die_h_um = 430
num_rows = 156
top_level_ports = 200
floorplan.die_area_um2 = 185000

[grt]
grt_pass1_vias = 41009
grt_pass1_wl_mm = 279
grt_usage_pct = 20.7
grt_max_degree = 115
grt.overflow.total = 0
antenna_found_initial = 3

[yosys]
ys_top_cells_by_area = "dfrtp_1 (46%), mux2_2 (11%), mux2i_1 (9.9%), xnor2_1 (6.7%), nand2_1 (3.1%)"
ys_warn_count = 4
top_area_cell = "dfrtp_1"
avgSynthCellArea_um2 = 10.6
edf_count = 0
ys_cells = 5206
yosys-top-cells-count = "dfrtp_1 (1013), mux2i_1 (545), mux2_2 (529)"
yosys_area_um2 = 55000
top_cell = "dfrtp_1"
syn_inst = 5206
ys_seq_share_pct = 46.1
async_flop_share_pct = 100
ff_type = "dfrtp_1"
yosys.area.top_type_share_pct = 46.1
synth_cell_types = 77
syn_area_um2 = 55000
ys_ff = 1013

[power_and_ir_drop]
powerDensity_nw_per_um2 = 182
p_leak_nw = 23.7
ir_drop_mv = 0.118

[final_layout]
stdcell_count = 7580
drive_above_1_share_pct = 19.2
area_growth_pct = 13.2
fillers = 17654
fin_area_um2 = 62300
post-route-util_pct = 34.3

[run]
warning_count = 36
max_cap_viol_count = 0

[min_path]
hold_class = "reg2reg"
==> final timing paths <==
kind	startpoint	endpoint	slack (ns)	cells after the start
max	cpu_addr[24]	cpu_readdata[1]	2.35	15
min	valid_array[5]	valid_array[5]	0.50	1
max reg2reg	tag_array[15][24]	data_array[0][16]	8.04	15
min reg2reg	valid_array[5]	valid_array[5]	0.50	1
max in group asynchronous	reset	tag_array[0][11]	8.22	6
min in group asynchronous	reset	tag_array[13][14]	2.42	2
==> where the power goes <==
part / internal [mW] / switching [mW]
combinational: 1.64 / 1.58
clock: 1.80 / 1.29
sequential: 4.26 / 0.780
total: 7.70 / 3.65
==> layout make-up <==
cell class	count	area (um^2)	area share, %
diodes	2	5.00	0.00804
flip-flops and latches	1013	25300	40.7
clock inverters	34	485	0.780
clock buffers	166	3260	5.24
repair buffers	376	3180	5.11
multi-input cells	3589	26900	43.2
inverters	30	116	0.187
well taps	2370	2970	4.76
==> registers in the layout (all words and copies together), names as in the netlist <==
name	flops
valid_array	16
state	1
replace_ptr	4
data_array	512
tag_array	480
==> per-layer routing <==
layer | wire length [um] | up-vias | track usage, % | part of all wire [%]
li1 | - | 18249 | - | -
met5 | 13 | - | 0 | 0.0070
met2 | 88500 | 1566 | 32.8 | 47
met4 | 6440 | 2 | 6.01 | 3.5
met3 | 15000 | 360 | 5.80 | 8.0
met1 | 76700 | 20621 | 28.2 | 41
==> worst max-delay path, stage by stage <==
cell             delay, ns
buf_2                 0.53
buf_4                 0.44
xnor2_1               0.19
nand4_1               0.09
or4_1                 0.63
nor2_4                0.44
buf_4                 0.53
nor2_2                0.28
buf_4                 0.35
a22o_1                0.23
a221oi_1              0.29
nand4_1               0.27
a2111oi_0             0.98
nor2_1                0.16
clkdlybuf4s50_1       0.45
==> through the flow <==
stage                     hold WS (ns)  total power [mW]
after detailed placement         0.479              8.27
after global placement           0.474              8.20
after global routing             0.501              12.0
after floorplan                  0.448              7.35
after CTS                        0.492              11.4
final                            0.495              11.3
==> cell usage in the layout (no fill, tap or decap), drive strengths merged, types with 26 or more instances in the layout <==
cell and instances:
a2111oi 31, a21oi 154, a22oi 26, and2 32, buf 212, clkbuf 166
clkdlybuf4s50 164, dfrtp 1013, inv 35, mux2 533, mux2i 545, nand2 461
nand3 92, nand4 235, nor2 236, nor4 55, o21ai 426, xnor2 429
xor2 53
==> cells by family (layout without fill, tap and decap cells) <==
group / count (synthesis) / in the layout / share of synthesized area (%)
multiplexers: 1078 / 1078 / 20.8
adder cells (fa/ha/maj): 4 / 4 / 0.0910
flip-flops: 1013 / 1013 / 46.1
buffers and inverters: 604 / 606 / 5.52
AND/OR/NAND/NOR: 1218 / 1218 / 10.8
AND-OR/OR-AND: 807 / 807 / 8.84
XOR/XNOR: 482 / 482 / 7.77
other: 0 / 2 / 0
Power and IR drop assume default switching activity.
