**flow/run.sh**
```bash
#!/bin/bash
# OpenROAD 26Q1-2900-gdf79404cd8, Yosys 0.63+post, stock flow scripts
make -C /OpenROAD-flow-scripts/flow DESIGN_CONFIG=/design/flow/config.mk WORK_HOME=/design/flow/orfs finish
```
**flow/config.mk**
```make
export PLATFORM = sky130hd
export DESIGN_NAME = dmem
export DESIGN_NICKNAME = dmem
export VERILOG_FILES = /design/flow/design.v
export SDC_FILE = /design/flow/constraint.sdc
export NUM_CORES = 4
export LEC_CHECK = 1
export CORE_UTILIZATION = 40
export SYNTH_MEMORY_MAX_BITS = 65536
```
**flow/constraint.sdc**
```tcl
current_design dmem

set clk_period 52.6
set clk_io_pct 0.2

create_clock -name clk0 -period $clk_period [get_ports {clk}]

set non_clock_inputs [all_inputs -no_clocks]
set_input_delay [expr $clk_period * $clk_io_pct] -clock clk0 $non_clock_inputs
set_output_delay [expr $clk_period * $clk_io_pct] -clock clk0 [all_outputs]
```
**flow/design.v**
```verilog
module dmem
    #(parameter n = 32, parameter r = 8)(
    input  logic           clk, write_enable,
    input  logic [(n-1):0] addr, writedata,
    output logic [(n-1):0] readdata
);
    logic [(n-1):0] RAM[0:(2**r-1)];
    assign readdata = RAM[addr[(n-1):2]];  
    always @(posedge clk)  
        if (write_enable) RAM[addr[(n-1):2]] <= writedata;
endmodule
```
==> run summary <==
Result of the run: complete, but fails checks
Violated checks: max-capacitance violations, max-slew violations
Total half-perimeter wirelength after legalization and detailed placement: 483000 um
Area added between synthesis and finish: 14.3%
Share of final-layout standard cells stronger than drive strength 1: 29.7%
Number of pins exceeding their max-slew limit in the final report: 2
Startpoint kind of the worst setup timing path: input port
Max_cap viols: 1
Number of buffers inserted by post-CTS setup repair: 0
Average cell area after synthesis: 23.6 sq um
Clock period minus final worst setup slack: 29.32 ns
Flops after synth: 8192
Count of nets left with antenna violations after detail routing: 0
Buf/Inv on CP: 11
Area used by sequential logic in the layout: 0.246 sq mm
Number of global-route vias before repair: 160k
Fill cell total of the finished layout: 61.7k
Number of instances in the synthesized netlist: 13.1k
F_max: 34.1 MHz
Remaining max-slew budget at the tightest pin: -6.55%
Synthesized area: 0.308 sq mm
Pin count of the biggest net entering global routing: 113
Hold Crit Class: input port to flop
Setup repair after global routing missed its margin: no
Core occupancy in the finished layout: 45.9%
GRT Resource Usage Total: 24.2%
Flip-flop count of the largest register, all copies and words added: 8192
Kind of cell adding the most delay to the critical path: buffers and inverters
CP Max Fanout: 63
Maximum buffer depth of the clock tree: 4
Delay of the slowest critical-path stage: 0.73 ns
Final Routed Wirelength: 850000 um
Overall overflow remaining after global route: 0
Core area: 0.768 sq mm
Leakage: 107 nW
CTS Root Cell: sky130_fd_sc_hd__clkbuf_16
Worst Slack Setup Final: 23.28 ns
Power density over the cells: 37.6 mW/mm^2
Cell row count: 322
Kind of end point of the critical path: output pin
Starting DRC count in detailed routing: 9244
Die height: 880 um
Area reported by Yosys stat: 0.308 sq mm
Detailed-route via count: 144k
# port buffers: 73
CTS tree: done
Init Core Util: 40.1%
Async S/R FF share, synth: 0%
Reg clk slew, reported paths: 0.06 ns
Dominant register cell in the synthesized netlist: sky130_fd_sc_hd__edfxtp_1
Worst setup path class: input port to output pin
Top cell type's share of synthesized area: 79.8%
Ranking of synthesized cells by area: sky130_fd_sc_hd__edfxtp_1, sky130_fd_sc_hd__mux4_2, sky130_fd_sc_hd__a22oi_1, sky130_fd_sc_hd__a21oi_1, sky130_fd_sc_hd__clkbuf_1
Initial antenna violation count: 30
Number of flops mapped to enable cells by yosys: 8192
Maximum VDD drop: 0.0409 mV
Die Size: 0.774 sq mm
Measured slew at the worst slew-check pin: 1.58 ns
Total negative setup slack: 0 ns
WL/cell: 34.2 um
Yosys Warn Count: 1
Post-synthesis cell type count: 21
Io pins: 98
Number of CTS-inserted buffers: 796
Cell mode on critical path: sky130_fd_sc_hd__buf_4
Sequential element share of the synthesized area: 79.8%
Iteration tally of the first detailed-router pass: 7
Residual DRC: 0
Post-CTS Resized: 0
Final hold violation count: 0
Total number of warnings across the stage logs: 56
Global placement routability congestion: 0.882
Share of the cycle needed by the critical path after routing: 55.7%
Clock Sinks: 8192
Total power of the final layout: 0.0133 W
Quantity of hold-fixing buffers added after cts: 0
Vias/cell: 5.82
Synth area leader: sky130_fd_sc_hd__edfxtp_1
Critical-path cell list: buf_16 > buf_4 > buf_4 > buf_4 > buf_4 > buf_4 > buf_4 > buf_4 > buf_4 > mux4_2 > a22oi_1 > a21oi_1 > o41ai_2 > buf_4 > nand4_1 > clkdlybuf4s50_1
Worst-path cell with the longest stage delay: sky130_fd_sc_hd__buf_4
Critical Path AT: 18.80 ns
Number of levels the H-tree was split into: 6
Yosys Instances: 13.1k
X dimension of the die: 880 um
First-pass GRT wire length: 1190000 um
Setup Slack @ Placement: 23.13 ns
Data required, critical path: 42.08 ns
Multi-input gate area in the final layout: 0.0619 sq mm
Total of endpoints with negative setup slack in the final report: 0
## per-stage QoR
step	std cells	hold slack (ns)	instance area, sq um
detailed placement	23365	10.92	328000
global placement	23365	10.91	328000
global route	24804	9.65	352000
floorplan	13055	10.62	308000
finish	24816	9.70	352000
CTS	24796	9.66	352000
## metal layers
layer	track usage [%]	vias up	part of all wire, %	wire length, um
met5	2.28	-	0.27	2320
met4	8.35	42	4.7	40200
met3	22.3	1428	21	176000
met2	33.9	10331	46	388000
met1	26.2	73940	29	244000
li1	-	58705	-	-
## final timing paths
check                    startpoint           end  slack, ns  cells after the start
worst max-delay path        addr[2]   readdata[7]      23.28                     16
worst min-delay path  writedata[12]  RAM[123][12]       9.70                      1
## layout make-up
cell class,instances,share of cell area (%)
antenna,20,0.0142
clock buffer,991,5.89
clock inverter,440,1.04
inverter,1,0.00106
multi-input combinational,4066,17.5
sequential,8192,69.8
tap,10206,3.62
timing repair buffer,900,2.09
## cells by family after synthesis
logic type	Yosys count	share of synthesized area, %
DFF	8192	79.8
buffers and inverters	797	1.09
and+or+nand+nor	354	0.490
AOI/OAI and AO/OA	1664	3.69
muxes	2048	15.0
## cells in the final DEF, fill, tap and decap left out, types with 19 or more instances in the layout
master	n
sky130_fd_sc_hd__clkbuf_1	189
sky130_fd_sc_hd__buf_8	32
sky130_fd_sc_hd__buf_4	808
sky130_fd_sc_hd__o41ai_1	44
sky130_fd_sc_hd__bufinv_16	40
sky130_fd_sc_hd__nand4_1	32
sky130_fd_sc_hd__clkdlybuf4s50_1	39
sky130_fd_sc_hd__diode_2	20
sky130_fd_sc_hd__edfxtp_1	8192
sky130_fd_sc_hd__nor3_2	30
sky130_fd_sc_hd__nor2_4	228
sky130_fd_sc_hd__clkinv_1	194
sky130_fd_sc_hd__mux4_2	2048
sky130_fd_sc_hd__clkinv_2	140
sky130_fd_sc_hd__buf_12	19
sky130_fd_sc_hd__o41ai_2	73
sky130_fd_sc_hd__a22oi_1	1024
sky130_fd_sc_hd__clkbuf_16	802
sky130_fd_sc_hd__a21oi_1	512
## synth_stat cells, types with 2 or more instances
| cell type | count |
|---|---|
| sky130_fd_sc_hd__buf_4 | 21 |
| sky130_fd_sc_hd__buf_1 | 64 |
| sky130_fd_sc_hd__nand3_1 | 13 |
| sky130_fd_sc_hd__clkbuf_1 | 498 |
| sky130_fd_sc_hd__a21oi_1 | 512 |
| sky130_fd_sc_hd__o41ai_1 | 128 |
| sky130_fd_sc_hd__nor2b_1 | 7 |
| sky130_fd_sc_hd__nor3_1 | 30 |
| sky130_fd_sc_hd__a22oi_1 | 1024 |
| sky130_fd_sc_hd__nand2b_1 | 6 |
| sky130_fd_sc_hd__nor2_1 | 232 |
| sky130_fd_sc_hd__nand4_1 | 32 |
| sky130_fd_sc_hd__or2_2 | 2 |
| sky130_fd_sc_hd__buf_2 | 209 |
| sky130_fd_sc_hd__edfxtp_1 | 8192 |
| sky130_fd_sc_hd__mux4_2 | 2048 |
| sky130_fd_sc_hd__and2_1 | 3 |
| sky130_fd_sc_hd__buf_6 | 4 |
| sky130_fd_sc_hd__nand2_1 | 28 |
## power breakdown
group | switching [W] | leakage [nW] | internal [W]
Sequential | 0.00000279 | 73.6 | 0.00720
Clock | 0.00242 | 11.9 | 0.00300
Combinational | 0.000434 | 21.2 | 0.000212
No activity file was given, so power comes from the tool's default toggle rates.
